===== ./config.mk =====
export PLATFORM = sky130hd
export DESIGN_NAME = Registers
export DESIGN_NICKNAME = Registers
export VERILOG_FILES = /design/flow/design.v
export SDC_FILE = /design/flow/constraint.sdc
export NUM_CORES = 4
export LEC_CHECK = 1
export CORE_UTILIZATION = 40

===== ./constraint.sdc =====
current_design Registers

set clk_period 14.5
set clk_io_pct 0.2

create_clock -name clk0 -period $clk_period [get_ports {iCLK}]

set non_clock_inputs [all_inputs -no_clocks]
set_input_delay [expr $clk_period * $clk_io_pct] -clock clk0 $non_clock_inputs
set_output_delay [expr $clk_period * $clk_io_pct] -clock clk0 [all_outputs]

===== ./design.v =====
parameter
    ZERO        = 32'd0,
    OPAND       = 5'd0,
    OPOR        = 5'd1,
    OPXOR       = 5'd2,
    OPADD       = 5'd3,
    OPSUB       = 5'd4,
    OPSLT       = 5'd5,
    OPSLTU      = 5'd6,
    OPSLL       = 5'd7,
    OPSRL       = 5'd8,
    OPSRA       = 5'd9,
    OPLUI       = 5'd10,
    OPMUL       = 5'd11,
    OPMULH      = 5'd12,
    OPMULHU     = 5'd13,
    OPMULHSU    = 5'd14,
    OPDIV       = 5'd15,
    OPDIVU      = 5'd16,
    OPREM       = 5'd17,
    OPREMU      = 5'd18,
    OPNULL      = 5'd31,  
    OPC_LOAD        = 7'b0000011,
    OPC_OPIMM       = 7'b0010011,
    OPC_STORE       = 7'b0100011,
    OPC_RTYPE       = 7'b0110011,
    OPC_BRANCH      = 7'b1100011,
    OPC_JALR        = 7'b1100111,
    OPC_JAL         = 7'b1101111,
    OPC_LUI         = 7'b0110111,
    FUNCT7_ADD      = 7'b0000000,
    FUNCT7_SUB      = 7'b0100000,
    FUNCT7_SLT      = 7'b0000000,
    FUNCT7_OR       = 7'b0000000,
    FUNCT7_AND      = 7'b0000000,
    FUNCT3_LW       = 3'b010,
    FUNCT3_SW       = 3'b010,
    FUNCT3_ADD      = 3'b000,
    FUNCT3_SUB      = 3'b000,
    FUNCT3_SLT      = 3'b010,
    FUNCT3_OR       = 3'b110,
    FUNCT3_AND      = 3'b111,
    FUNCT3_BEQ      = 3'b000,
    FUNCT3_JALR     = 3'b000,
    TEXT_ADDRESS    = 32'h0040_0000,
    DATA_ADDRESS    = 32'h1001_0000,
    STACK_ADDRESS   = 32'h1001_03FC,
    GP              = DATA_ADDRESS;
module Registers (
    input wire          iCLK, iRST, iRegWrite,
    input wire  [4:0]   iReadRegister1, iReadRegister2, iWriteRegister,
    input wire  [31:0]  iWriteData,
    output wire [31:0]  oReadData1, oReadData2,
    input wire  [4:0]   iRegDispSelect,      
    output reg  [31:0]  oRegDisp             
    );
reg [31:0] registers[31:0];
parameter SPR=5'd2;                          
reg [5:0] i;
initial
    begin
        for (i = 0; i <= 31; i = i + 1'b1)
            registers[i] = 32'd0;
        registers[SPR] <= STACK_ADDRESS;
    end
assign oReadData1 = registers[iReadRegister1];
assign oReadData2 = registers[iReadRegister2];
assign oRegDisp   = registers[iRegDispSelect];
always @(posedge iCLK or posedge iRST)
begin
    if (iRST)
        begin            
            for (i = 0; i <= 31; i = i + 1'b1)
                registers[i] = 32'b0;
            registers[SPR] <= STACK_ADDRESS; 
        end
    else
        begin
            i<=6'b0;     
            if(iRegWrite && (iWriteRegister != 5'b0))
                    registers[iWriteRegister] <= iWriteData;
        end
end
endmodule

===== ./run.sh =====
#!/bin/bash
# OpenROAD 26Q1-2900-gdf79404cd8, Yosys 0.63+post, stock flow scripts
make -C /OpenROAD-flow-scripts/flow DESIGN_CONFIG=/design/flow/config.mk WORK_HOME=/design/flow/orfs finish

==> impl_metrics.ini <==
; implementation run metrics
[run_status]
status = complete, no violations

[power_and_ir_drop]
pwr-share-seq_pct = 47.7
p_per_area_mw_per_mm2 = 135
p_int_mw = 5.96
pwr-share-comb_pct = 17.1
power.net_switching_mw = 3.11
total_power_mw = 9.07
max-vdd-ir-drop_v = 0.000135
p_sw_share_pct = 34.3
leakagePower_nw = 28.2
p_clk_share_pct = 35.2

[logic_synthesis]
synthDistinctLibCells = 73
yosysMostFrequentCell = a22oi_1
synthMuxAreaShare_pct = 21.1
ys_sh_simple_pct = 9.51
synth_warnings = 3
ys_cells = 5399
avgSynthCellArea_um2 = 10.7
synthesis.area_mm2 = 0.0580
synth_chip_area_mm2 = 0.0580
logic_family = multiplexers
synthFlopType = dfrtp_1
syn_inst = 5399
top_cells_by_count = a22oi_1, mux2_2, dfrtp_1
ys_sh_adder_pct = 0
synth_seq_share_pct = 44.2
aoi_share_pct = 20.9
top_cells_by_area = dfrtp_1, mux2_2, a22oi_1
edf_count = 0
top_area_cell = dfrtp_1
async_reset_ff_share_pct = 100
synthXorXnorAreaFrac_pct = 0
top_area_share_pct = 43.7
ys.flops = 1024

[detailed_routing]
drtIter0Drc = 10155
drcViolationCount = 0
routed-via-count = 63100
wire_per_inst_um = 58.9
viasPerCell = 8.32
routed_wirelength_um = 446000
antenna_left = 0
dr.pass1.iters = 28

[global_routing]
antenna_found_initial = 69
grt_pass1_vias = 58502
grt_usage_pct = 62.5
grt_max_degree = 117
grt_pass1_wl_um = 578000
gr-total-overflow = 0

[min_path]
min_path_cells = 0
hold_class = flop to flop
hp-start = registers[0][21]
hold_path_end = registers[0][21]

[setup_path]
cp_common_cell = buf_4
crit_chain = buf_2 > buf_4 > buf_4 > nand2_1 > buf_4 > nor2_4 > buf_4 > a221oi_1 > and3_1 > a31oi_1 > clkdlybuf4s50_1
criticalPathCategory = primary input to primary output
critPathMaxFanout = 29
rr_worst_depth = 1
r2r-end = registers[20][11]
critical_path_buf_inv_count = 6
cp.required_ns = 11.60
critPathMaxStageDelay_ns = 0.76
cp-end-kind = primary output
start_kind = primary input
slowest_stage = nor2_4
arrival_ns = 7.82
timing.rr.start = registers[20][11]
worst_path_dominant_cell_family = buffers and inverters
regToRegSetupSlack_ns = 13.37

[clock_network]
clock_latency_ns = 0.77
htree_levels = 3
cts_setup_buffers = 0
clockBufferDepth = 3
cts.clk_slew.worst_paths_ns = 0.06
ctsHoldBuffers = 0
cts_buffers = 116
cts_tree = done
cts.sinks = 1024
cts_resized = 0
clock-root-buffer = clkbuf_16

[final_timing]
finalSetupViolCount = 0
finalClockPeriodUsage_pct = 73.9
relSlewSlack_pct = 16.2
worst_pin_slew_ns = 1.25
drv_slew = 0
hold_viol = 0
finalCriticalPeriod_ns = 10.72
skew_ns = 0
max_freq_mhz = 93.3
rsz0062_at_grt = false

[placement]
gp_congestion = 1.17
io_buffers = 150
dp_hpwl_um = 284000
dpl_cell_area_mm2 = 0.0631

[floorplanning]
placementRows = 139
die_area_mm2 = 0.147
ios = 151
die-width_um = 383
die_h_um = 383
core_area_mm2 = 0.144
fp_util_pct = 40.3

[layout]
area_delta_synth_final_pct = 16.2
fin_util_pct = 46.9
final_layout_size_suffix_gt1_share_pct = 31.9
reg_top3 = registers x1024
regMostFlops = registers
fin_area_mm2 = 0.0674
seq_area_mm2 = 0.0256
largest_register_ff_count = 1024
fillers = 13252
combGateArea_mm2 = 0.0307

[job]
warnings = 32
drv_cap = 0
[power by group through the flow]
| stage | clock, mW | combinational [mW] | sequential [mW] |
|---|---|---|---|
| 4_1_cts | 3.20 | 1.48 | 4.24 |
| 5_1_grt | 3.30 | 1.59 | 4.32 |
| 6_report | 3.19 | 1.55 | 4.33 |
[cell type report]
type                       count  area share [%]
antenna                       97           0.360
timing repair buffer         530            6.45
clock inverter                66            1.19
sequential                  1024            38.0
inverter                      12          0.0724
clock buffer                 153            4.86
multi-input combinational   3798            45.5
tap                         1903            3.53
[cell families (layout without fill, tap and decap cells)]
group                  after synthesis  after routing
buffers and inverters              577            761
AND-OR/OR-AND                     1614           1614
AND/OR/NAND/NOR                   1094           1094
multiplexers                      1090           1090
other                                0             97
flip-flops                        1024           1024
[metal layers]
layer / vias up / GRT usage (%) / share of wire (%)
li1: 21451 / - / -
met1: 31664 / 73.1 / 34
met2: 7168 / 75.7 / 37
met3: 2749 / 46.4 / 18
met4: 68 / 47.9 / 10
met5: - / 9.89 / 0.30
[worst max path at each step]
stage / depth (start not counted) / slack (ns) / startpoint / endpoint
6_report: 11 / 3.78 / iReadRegister2[4] / oReadData2[0]
5_1_grt: 11 / 4.10 / iReadRegister2[4] / oReadData2[0]
4_1_cts: 12 / 4.24 / iReadRegister2[4] / oReadData2[29]
[stage by stage]
stage / worst slack (ns) / setup TNS, ns / hold WS, ns / cells
CTS: 4.24 / 0 / 0.426 / 7486
floorplan: -2.51 / -2540.86 / 0.466 / 5399
detailed placement: 4.25 / 0 / 0.413 / 7267
finish: 3.78 / 0 / 0.428 / 7583
global placement: 4.28 / 0 / 0.416 / 7267
global route: 4.10 / 0 / 0.438 / 7507
[layout by cell type (no fill, tap or decap), types with 116 or more instances in the layout]
cell type        instances
clkdlybuf4s50_1        135
buf_4                  376
nand4_1                157
a22oi_1               1083
dfrtp_1               1014
nor2_1                 165
nand2_1                263
mux2_2                1020
clkbuf_16              120
a21oi_1                116
No activity file was given, so power comes from the tool's default toggle rates.
