===== flow/run.sh =====
#!/bin/bash
# OpenROAD 26Q1-2900-gdf79404cd8, Yosys 0.63+post, stock flow scripts
make -C /OpenROAD-flow-scripts/flow DESIGN_CONFIG=/design/flow/config.mk WORK_HOME=/design/flow/orfs finish

===== flow/config.mk =====
export PLATFORM = sky130hd
export DESIGN_NAME = ALU
export DESIGN_NICKNAME = ALU
export VERILOG_FILES = /design/flow/design.v
export SDC_FILE = /design/flow/constraint.sdc
export NUM_CORES = 4
export LEC_CHECK = 1
export CORE_UTILIZATION = 30

===== flow/constraint.sdc =====
current_design ALU

set clk_period 16.3
set clk_io_pct 0.2

create_clock -name clk0 -period $clk_period

set non_clock_inputs [all_inputs -no_clocks]
set_input_delay [expr $clk_period * $clk_io_pct] -clock clk0 $non_clock_inputs
set_output_delay [expr $clk_period * $clk_io_pct] -clock clk0 [all_outputs]

===== flow/design.v =====
parameter
    ZERO        = 32'd0,
    OPAND       = 5'd0,
    OPOR        = 5'd1,
    OPXOR       = 5'd2,
    OPADD       = 5'd3,
    OPSUB       = 5'd4,
    OPSLT       = 5'd5,
    OPSLTU      = 5'd6,
    OPSLL       = 5'd7,
    OPSRL       = 5'd8,
    OPSRA       = 5'd9,
    OPLUI       = 5'd10,
    OPMUL       = 5'd11,
    OPMULH      = 5'd12,
    OPMULHU     = 5'd13,
    OPMULHSU    = 5'd14,
    OPDIV       = 5'd15,
    OPDIVU      = 5'd16,
    OPREM       = 5'd17,
    OPREMU      = 5'd18,
    OPNULL      = 5'd31,  
    OPC_LOAD        = 7'b0000011,
    OPC_OPIMM       = 7'b0010011,
    OPC_STORE       = 7'b0100011,
    OPC_RTYPE       = 7'b0110011,
    OPC_BRANCH      = 7'b1100011,
    OPC_JALR        = 7'b1100111,
    OPC_JAL         = 7'b1101111,
    OPC_LUI         = 7'b0110111,
    FUNCT7_ADD      = 7'b0000000,
    FUNCT7_SUB      = 7'b0100000,
    FUNCT7_SLT      = 7'b0000000,
    FUNCT7_OR       = 7'b0000000,
    FUNCT7_AND      = 7'b0000000,
    FUNCT3_LW       = 3'b010,
    FUNCT3_SW       = 3'b010,
    FUNCT3_ADD      = 3'b000,
    FUNCT3_SUB      = 3'b000,
    FUNCT3_SLT      = 3'b010,
    FUNCT3_OR       = 3'b110,
    FUNCT3_AND      = 3'b111,
    FUNCT3_BEQ      = 3'b000,
    FUNCT3_JALR     = 3'b000,
    TEXT_ADDRESS    = 32'h0040_0000,
    DATA_ADDRESS    = 32'h1001_0000,
    STACK_ADDRESS   = 32'h1001_03FC,
    GP              = DATA_ADDRESS;
module ALU (
    input        [4:0]  iControl,
    input signed [31:0] iA, iB,
    output logic [31:0] oResult,
    output logic        Zero
    );
    assign Zero = (oResult==32'b0);
always @(*)
begin
    case (iControl)
        OPAND:
            oResult  <= iA & iB;
        OPOR:
            oResult  <= iA | iB;
        OPADD:
            oResult  <= iA + iB;
        OPSUB:
            oResult  <= iA - iB;
        OPSLT:
            oResult  <= iA < iB;
        default:
            oResult  <= ZERO;
    endcase
end
endmodule

==> reports/results.ini <==
[setup_path]
path_class=input port to primary output
worstPathArrival_ns=8.24
critical_path.startpoint_type=input port
path_max_fanout=3
timing.critical_path.required_ns=13.04
end_kind=primary output
crit_slowest_cell=or4b_1
timing.critical_path.cells=clkdlybuf4s50_1 > ha_1 > inv_1 > fa_1 > nand2b_1 > a21oi_1 > nor2b_1 > a221o_1 > a22o_1 > or4_1 > or4_1 > or4b_1 > nor4_2 > nand4b_1 > nor4b_2 > clkdlybuf4s50_1
critPathTopFamily=simple AND/OR/NAND/NOR gates
worst_setup_path_startpoint=iB[0]
cp_slowest_stage_delay_ns=0.55
path_buffers=3

[final_layout]
comb_area_sq_mm=0.00480
fillerInstances=1869
n_clock_buffer=0
seq_cell_count=0
final-seq-area_sq_um=0
post_layout_nonfiller_instances=1115
layout-drive-gt1-share=0.0371
layout_top_cell_excl_fill_tap=clkdlybuf4s50_1
syn2layout_area_growth_pct=22.1
final_layout_top_logic_cells=102 x clkdlybuf4s50_1, 100 x inv_1, 98 x ha_1, 85 x nor2_1, 70 x a21oi_1

[floorplanning]
placement_rows=48
core_area_sq_mm=0.0174
chipHeight_um=136
die_x_um=136
chip_area_sq_mm=0.0184
fp_util=0.309
io_pins=102

[detailed_routing]
wl_per_cell_um=17.7
detail_route.vias_per_cell=5.70
postRouteAntennaNets=0
post-route-drc-count=0
routed-via-count=6356
insertedDiodeCount=0
postRouteWirelength_mm=19.7
detail_route.first_pass.iterations=7
drt-initial-drc-count=599

[global_route]
antenna_violations_before_repair=0
wire_length_of_the_first_global_routing_pass_mm=31.0
grt_max_degree=36
grt_usage=0.213
gr-total-overflow=0
first_global_vias=5842

[synthesis]
aoi_share=0.375
syn-cell-area_sq_mm=0.00537
ys_chip_area_sq_mm=0.00537
synth-adder-area-share=0.236
synthCells=824
synth_cell_type_count=76
syn_avg_cell_area_sq_um=6.51
synth_xor_xnor_area_share=0.0131
part_of_the_yosys_area_used_for_sequential_elements=0
yosys-mux-area-fraction=0.0263
yosys_cells=824
ys_top_logic_family=AND-OR/OR-AND gates
synthesis.yosys.warnings=1
synthSimpleGateAreaFrac=0.243

[place]
place_congestion=0.964
instance_count_after_placement_with_tap_cells_included=1115
numPortBuffers=102
detailedPlacementHpwl_mm=15.8

[sta]
layout_min_cycle_time_ns=11.50
rsz0062_at_grt=false
final.period_utilization=0.706
timing.setup.tns_ns=0
slew_headroom=0.529
timing_max_transition_violations_final=0
setup-violations-final=0
finalHoldViolations=0
worst_pin_slew_ns=0.707
fmax_ghz=0.0869

[power]
vdd_ir_drop_max_v=0.0000128
leakagePower_uw=0.00294
power-per-cell-area_mw_per_mm2=32.0

[job]
cap_viol_max_count=0
warnings=98

[clock_tree]
post-cts-setup-buffers=0
hold_buffers=0
cts-resized-gates=0

[worst_hold_path]
hold_path_startpoint=iB[1]
hold_class=input port to primary output

[status]
result_of_the_run=completed

[path summary, 6_finish.rpt]
check                     to  cells past startpoint
hold / removal    oResult[1]                      4
setup / recovery        Zero                     16
[cells in the mapped netlist, types with 10 or more instances]
cell,n,share of area
a211oi_1,13,0.018
a21oi_1,70,0.065
a221oi_1,10,0.016
a31oi_1,13,0.015
clkbuf_1,34,0.024
ha_1,98,0.23
inv_1,100,0.070
mux2i_1,13,0.024
nand2_1,61,0.043
nand2b_1,12,0.014
nand3_1,19,0.018
nor2_1,85,0.059
nor2b_1,10,0.012
nor3_1,12,0.011
o211ai_1,12,0.017
o21ai_0,56,0.052
[final cells by class]
type	count	area share
repair buffers	112	0.167
inverters	100	0.0573
multi-input cells	678	0.733
well taps	225	0.0429
[power breakdown]
group	internal, uW	total, uW	switching, uW
registers	0	0	0
clock network	0	0	0
logic	89.0	209	120
total	89.0	209	120
[logic make-up after synthesis]
logic type               count (synthesis)
XOR/XNOR                                 8
adder cells (fa/ha/maj)                100
AND-OR/OR-AND                          293
buffers and inverters                  146
multiplexers                            14
AND/OR/NAND/NOR                        263
[per-layer routing]
layer  global-route usage  vias to the layer above  part of all wire
met1                0.306                     2950              0.46
met4               0.0287                        0             0.010
met2                0.351                      252              0.46
met5                    0                        -                 0
met3               0.0206                       16             0.074
li1                     -                     3138                 -
[metrics by stage]
step | utilization | setup slack, ns | instance area, sq um | power (uW) | hold slack, ns
finish | 0.378 | 4.80 | 6560 | 209 | 7.79
global route | 0.378 | 4.53 | 6560 | 229 | 7.88
CTS | 0.378 | 4.80 | 6560 | 207 | 7.80
detailed placement | 0.378 | 4.82 | 6560 | 205 | 7.79
global placement | 0.378 | 4.84 | 6560 | 206 | 7.80
floorplan | - | 6.49 | 5370 | 128 | 6.66
Power figures rest on the tool's default switching activity, not on a simulated workload.
