`flow/design.v`:
```
module mux4 (
   input  wire [31:0] entr0, entr1, entr2, entr3,
   input  wire [1:0]  sel,
   output wire [31:0] saida
);
initial
begin
   saida <= 32'd0;
end
always @(*)
begin
   case (sel)
      2'b00:
         saida <= entr0;
      2'b01:
         saida <= entr1;
      2'b10:
         saida <= entr2;
      2'b11:
         saida <= entr3;
   endcase
end
endmodule
```
`flow/run.sh`:
```
#!/bin/bash
# OpenROAD 26Q1-2900-gdf79404cd8, Yosys 0.63+post, stock flow scripts
make -C /OpenROAD-flow-scripts/flow DESIGN_CONFIG=/design/flow/config.mk WORK_HOME=/design/flow/orfs finish
```
`flow/config.mk`:
```
export PLATFORM = sky130hd
export DESIGN_NAME = mux4
export DESIGN_NICKNAME = mux4
export VERILOG_FILES = /design/flow/design.v
export SDC_FILE = /design/flow/constraint.sdc
export NUM_CORES = 4
export LEC_CHECK = 1
export CORE_AREA = 10 10 95 95
export DIE_AREA = 0 0 105 105
```
`flow/constraint.sdc`:
```
current_design mux4

set clk_period 1.0
set clk_io_pct 0.2

create_clock -name clk0 -period $clk_period

set non_clock_inputs [all_inputs -no_clocks]
set_input_delay [expr $clk_period * $clk_io_pct] -clock clk0 $non_clock_inputs
set_output_delay [expr $clk_period * $clk_io_pct] -clock clk0 [all_outputs]
```
==> flow_summary.toml <==
# yosys + openroad results
[die]
fp_util = 0.1179
rows = 30
ios = 162
chipArea_um2 = 11030
fp.dieH_um = 105
die_x_um = 105
core_area_um2 = 6907

[grt]
grt_pass1_vias = 1510
overflow = 0
grt_max_degree = 15
grt_pass1_wl_um = 9480
antenna_found_initial = 1
grt_usage = 0.1125

[worst_setup_path]
cp.arrival_ps = 1120
crit_type = "primary input to output pin"
end_kind = "output pin"
cp.required_ps = 800
startpoint_type = "primary input"
worst-path-max-fanout = 7

[layout]
stdcell_count = 301
seq_area_um2 = 0
layout_top_cell = "dlygate4sd2_1"
ff_count = 0
areaGrowthSynthToFinish_pct = 191.1
drive_above_1_share = 0.3725
nClkBuffers = 0
final_core_util = 0.3433
mostFrequentLayoutCells = "dlygate4sd2_1, buf_2, mux4_2"

[logic_synthesis]
syn_inst = 39
syn_area_per_cell_um2 = 20.89
postSynthSeqShare = 0
yosys-stat-area_um2 = 814.5
ys_types = 5
yosys_cells = 39
ys_warn_count = 6
syn_area_um2 = 814.5

[power]
p_leak_uw = 0.001122
power_uw = 861.8
powerDensity_nw_per_um2 = 363.5
peakVddDrop_mv = 0.1345

[job]
maxCapViolCount = 0
tool_warnings = 35

[final_timing]
fin_crit_ps = 1325
rsz0062_at_grt = "yes"
slew_headroom = 0.8739
final-setup-viol-count = 32
fmax_mhz = 754.9
slew_violations = 0
fin_crit_sh = 1.325
finalHoldViolCount = 0
worstMarginPinSlew_ps = 189.2
tns_ps = -9427
worst_slack_ps = -324.7

[route]
drtIter0Drc = 20
drc_errors = 0
wire_per_inst_um = 21.81
routed-wl-met3_um = 807
finalWirelength_um = 6565
ant_nets = 0
top_layer = "met4"
wl_met1_um = 2804
drtPass1Iterations = 2
wl_met2_um = 2932
vias = 1257
viasPerCell = 4.176

[worst_hold_path]
worstHoldPathCells = 3
hp-start = "entr0[12]"
hold_end = "saida[12]"
min_path_type = "primary input to output pin"

[run_status]
outcome = "finished, violations left"
violations = "setup timing"

[placement]
placed_cells = 295
gp_congestion = 0.7771
place_ws_ps = -956.7
dp_hpwl_um = 5593
numPortBuffers = 162

[clock_network]
cts-hold-fix-buffers = 0
==> metrics by stage <==
stage / hold WS [ps] / area [um^2]
2_1_floorplan: 486.4 / 823.3
3_3_place_gp: 1387 / 2527
3_5_place_dp: 1384 / 2527
4_1_cts: 889.9 / 2344
5_1_grt: 903.3 / 2371
6_report: 883.6 / 2371
==> power breakdown <==
group | switching, uW | leakage [uW] | internal [uW]
Clock | 0 | 0.00000000634 | 0.000134
Sequential | 0 | 0 | 0
Combinational | 233 | 0.00112 | 628
Total | 233 | 0.00112 | 628
==> critical path, cell delays in order <==
cell,delay [ps]
buf_16,140
buf_12,140
mux4_2,510
buf_2,140
==> how the worst max path moves through the flow <==
stage / slack (ps) / depth (start not counted) / endpoint / start
CTS: -330 / 4 / saida[18] / sel[0]
global route: -360 / 4 / saida[13] / sel[0]
finish: -320 / 4 / saida[10] / sel[0]
==> cell type report <==
cell class | count | area, um^2
Fill cell | 763 | 4536
Timing Repair Buffer | 172 | 1528
Multi-Input combinational cell | 32 | 720.7
Tap cell | 96 | 120.1
Antenna cell | 1 | 2.502
==> Yosys cell counts <==
cell | number | share of area
buf_2 | 3 | 0.018
buf_6 | 1 | 0.014
mux4_1 | 2 | 0.065
mux4_2 | 30 | 0.83
buf_12 | 3 | 0.074
==> layer usage <==
| layer | track usage | vias to the layer above |
|---|---|---|
| li1 | - | 541 |
| met4 | 0 | 0 |
| met5 | 0 | - |
| met1 | 0.1447 | 595 |
| met3 | 0.05031 | 2 |
| met2 | 0.1828 | 119 |
==> logic make-up after synthesis <==
| family | after synthesis | synth area share |
|---|---|---|
| buffers and inverters | 7 | 0.1060 |
| multiplexers | 32 | 0.8940 |
==> what timing repair did <==
| action | in CTS | in global routing |
|---|---|---|
| endpoints found under the setup margin | 32 | 32 |
| gates cloned | 4 | 1 |
| buffers inserted | 0 | 0 |
| gates resized | 247 | 0 |
Power is estimated from default activity; no workload was simulated.
